**design/flow/design.v**
```verilog
package ai_accelerator_pkg;
parameter int FILTER_SIZE = 3;
parameter int DATA_WIDTH = 8;
parameter int IMAGE_CHANNELS = 1;
parameter int IMAGE_PATCH_SIZE = 3;
    parameter int RESULT_WIDTH = DATA_WIDTH*2 + FILTER_SIZE;  
    parameter int TOTAL_ELEMENTS = FILTER_SIZE * FILTER_SIZE;  
endpackage
module shift_reg_exercice
                    #(parameter int N = 8)
                    (
                        input logic unsigned clk, syn_clr, rst,
                        input logic unsigned load,
                        input logic unsigned en,
                        input logic unsigned up,
                        input logic unsigned [N-1:0] d,
                        output logic unsigned [N-1:0] q 
                    );
always_ff @(posedge clk) begin
    if (rst)
        q <='0;
    else 
        if (syn_clr)
            q <= '0;
        else
            if (load)
                q<=d; 
            else
                if (en)
                    if (up)
                        q<=q+1;
                    else
                        q<=q-1;
                else
                    q<=q;
end
endmodule
```
**design/flow/config.mk**
```make
export PLATFORM = sky130hd
export DESIGN_NAME = shift_reg_exercice
export DESIGN_NICKNAME = shift_reg_exercice
export VERILOG_FILES = /design/flow/design.v
export SDC_FILE = /design/flow/constraint.sdc
export NUM_CORES = 4
export LEC_CHECK = 1
export CORE_AREA = 10 10 70 70
export DIE_AREA = 0 0 80 80
export SYNTH_HDL_FRONTEND = slang
```
**design/flow/constraint.sdc**
```tcl
current_design shift_reg_exercice

set clk_period 4.7
set clk_io_pct 0.2

create_clock -name clk0 -period $clk_period [get_ports {clk}]

set non_clock_inputs [all_inputs -no_clocks]
set_input_delay [expr $clk_period * $clk_io_pct] -clock clk0 $non_clock_inputs
set_output_delay [expr $clk_period * $clk_io_pct] -clock clk0 [all_outputs]
```
**design/flow/run.sh**
```bash
#!/bin/bash
# OpenROAD 26Q1-2900-gdf79404cd8, Yosys 0.63+post, stock flow scripts
make -C /OpenROAD-flow-scripts/flow DESIGN_CONFIG=/design/flow/config.mk WORK_HOME=/design/flow/orfs finish
```
==> run summary <==
Status -> finished clean
Chip area -> 6400 um2
Crit path launch type -> input port
Synthesized instance count -> 91
Post-CTS Resized -> 0
Critical path class -> in2reg
Synth flops -> 8
Worst min-delay path class -> reg2reg
TritonCTS clock tree -> yes
Final Routed Wirelength -> 1833 um
Largest reg by FF count -> q
Port Buffers -> 21
CP Capture Type -> flop
Post-synth EDFFs -> 0
First-pass DRT Iterations -> 4
RSZ-0062 raised after global routing -> false
Synth Cell Area -> 704.4 um2
Antenna-violating nets left -> 0
Synthesis warning total -> 0
Die Wd -> 80 um
I/O pin count -> 22
Routed wire per std cell -> 11.83 um
Fin. Hold Viols -> 0
Number of DRC markers in iteration 0 -> 23
Final setup margin -> 1.864 ns
Non-Filler Instances -> 155
Clk_skew -> 0.008296 ns
Height of the die -> 80 um
DRC errors left -> 0
VDD IR max -> 79.24 uV
First-pass GRT wire length -> 3256 um
Main synth FF type -> dfxtp_1
# Post-CTS Setup Buffers -> 0
Longest Clk Path Bufs -> 2
Clock Tree Root -> clkbuf_4
Worst slew pin tran -> 0.6306 ns
Tcrit/Tclk final -> 60.34%
Placed cell area -> 945.9 um2
Min cycle time layout -> 2.836 ns
Design area -> 968.4 um2
Finished Core Util -> 28.35%
Ys cells -> 91
Post-DP HPWL -> 1443 um
PD cells -> 203.9 nW/um2
Rel. slew slack -> 57.83%
Asr flop ratio synth -> 0%
TNS Setup -> 0 ns
Largest regs -> q: 8 flops
Multiplexer share of the synthesized area -> 4.263%
Drt via density -> 4.542
Yosys Chip Area -> 704.4 um2
Leak -> 0.3726 nW
FP Core Util -> 20.62%
Unique cell types -> 32
Worst-path clk slew -> 0.07 ns
Max reg flops -> 8
XOR Share, Synth -> 2.487%
Adder Share, Synth -> 13.50%
Layout cells sized above 1 -> 6.422%
GRT overflow -> 0
Yosys aoi share -> 27.00%
Largest net degree at the start of global routing -> 19
OpenROAD warnings -> 25
Via count -> 704
Fmax -> 352.6 MHz
All-Layer GR Usage -> 5.958%
H-tree levels -> 1
CP required -> 4.87 ns
Num rows -> 21
Worst-skew pair later-pin latency -> 0.26 ns
Clock sink count -> 8
Pre-CTS WS -> 1.614 ns
CP max FO -> 7
Antenna Cells -> 0
Tot Pwr -> 0.1975 mW
Cell count after placement -> 152
Slew Limit Fails -> 0
Gp weighted congestion -> 0.8018
Final setup fails -> 0
Inserted Clock Buffers -> 3
Post-synth seq share -> 22.74%
Main logic family -> AND-OR/OR-AND gates
Vias in the first global route -> 724
Core box area -> 3416 um2
Area Growth Syn to Fin -> 37.48%
# Max-Cap Violations -> 0
Simple share -> 24.16%
CP arrival -> 3.00 ns
Avg Cell Area, Syn -> 7.741 um2
Initial antenna violation count -> 0
Hold buffer count at CTS -> 0
Hold_ws -> 0.5901 ns
==> cells by family after synthesis <==
| kind of cell | after synthesis |
|---|---|
| AND/OR/NAND/NOR | 33 |
| AND-OR/OR-AND | 28 |
| buffers and inverters | 10 |
| flip-flops | 8 |
| adder cells (fa/ha/maj) | 7 |
| multiplexers | 3 |
| XOR/XNOR | 2 |
==> worst max-delay path, cell delays in order <==
cell,delay (ns)
clkdlybuf4s50_1,0.52
inv_1,0.17
ha_1,0.44
nand2_1,0.08
o21ai_0,0.26
mux2i_1,0.21
o21ai_0,0.10
a221oi_1,0.28
==> Yosys cell counts (2+ instances only) <==
master	instances	share of area (%)
ha_1	6	11
dfxtp_1	8	23
mux2i_1	3	4.3
nor2b_1	3	2.7
xnor2_1	2	2.5
nand2b_1	2	1.8
a211oi_1	5	5.3
or3_1	3	2.7
or2_2	2	1.8
nor3b_1	2	2.1
inv_1	3	1.6
a221oi_1	2	2.5
nor2_1	8	4.3
clkbuf_1	5	2.7
a21oi_1	8	5.7
nor3_1	5	3.6
nand2_1	5	2.7
o21ai_0	4	2.8
nand3_1	2	1.4
==> final timing paths <==
kind	startpoint	cells after the start	slack [ns]	to
worst min register to register	q[6]$_SDFFE_PP0P_	2	0.59	q[6]$_SDFFE_PP0P_
worst max-delay path	up	8	1.86	q[6]$_SDFFE_PP0P_
worst min-delay path	q[6]$_SDFFE_PP0P_	2	0.59	q[6]$_SDFFE_PP0P_
worst max register to register	q[4]$_SDFFE_PP0P_	6	2.94	q[6]$_SDFFE_PP0P_
==> power by group <==
part           internal [mW]  total (mW)  leakage [nW]  switching [mW]
sequential            0.0714      0.0749        0.0656         0.00348
combinational         0.0357      0.0652         0.293          0.0295
clock                 0.0295      0.0574        0.0138          0.0279
total                  0.137       0.197         0.373          0.0609
==> layer usage <==
layer / global-route usage, % / vias up / share of wire [%]
li1: - / 374 / -
met4: 1.408 / 0 / 1.5
met2: 9.872 / 15 / 49
met5: 0 / - / 0
met3: 0.7955 / 2 / 3.6
met1: 7.957 / 313 / 46
==> layout by cell type, fill, tap and decap left out, drive strengths merged, types with 3 or more instances in the layout <==
master,count
or3,3
a211oi,5
nor2,8
ha,6
mux2i,3
nand2,5
clkbuf,3
a21oi,8
inv,4
o21ai,4
nor2b,3
nor3,5
clkdlybuf4s50,21
dfxtp,8
==> final cells by class <==
class,count,area (um2)
tap,46,57.56
timing repair buffer,21,210.2
fill,381,2447
multi-input combinational,73,503.0
clock buffer,3,22.52
inverter,4,15.01
sequential,8,160.2
Power figures rest on the tool's default switching activity, not on a simulated workload.
