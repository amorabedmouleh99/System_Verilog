`/design/flow/run.sh`:
```
#!/bin/bash
# OpenROAD 26Q1-2900-gdf79404cd8, Yosys 0.63+post, stock flow scripts
make -C /OpenROAD-flow-scripts/flow DESIGN_CONFIG=/design/flow/config.mk WORK_HOME=/design/flow/orfs finish
```
`/design/flow/config.mk`:
```
export PLATFORM = sky130hd
export DESIGN_NAME = accelerator_for_conv2d
export DESIGN_NICKNAME = accelerator_for_conv2d
export VERILOG_FILES = /design/flow/design.v
export SDC_FILE = /design/flow/constraint.sdc
export NUM_CORES = 4
export LEC_CHECK = 1
export CORE_UTILIZATION = 40
export SYNTH_HDL_FRONTEND = slang
```
`/design/flow/constraint.sdc`:
```
current_design accelerator_for_conv2d

set clk_period 14.2
set clk_io_pct 0.2

create_clock -name clk0 -period $clk_period

set non_clock_inputs [all_inputs -no_clocks]
set_input_delay [expr $clk_period * $clk_io_pct] -clock clk0 $non_clock_inputs
set_output_delay [expr $clk_period * $clk_io_pct] -clock clk0 [all_outputs]
```
`/design/flow/design.v`:
```
package ai_accelerator_pkg;
parameter int FILTER_SIZE = 3;
parameter int DATA_WIDTH = 8;
parameter int IMAGE_CHANNELS = 1;
parameter int IMAGE_PATCH_SIZE = 3;
    parameter int RESULT_WIDTH = DATA_WIDTH*2 + FILTER_SIZE;  
    parameter int TOTAL_ELEMENTS = FILTER_SIZE * FILTER_SIZE;  
endpackage
import ai_accelerator_pkg::*;
module accelerator_for_conv2d
(
    input logic clk,
    input logic rst,
    input logic [DATA_WIDTH-1:0] filter_matrix [FILTER_SIZE-1:0][FILTER_SIZE-1:0],
    input logic [DATA_WIDTH-1:0] image_patch [FILTER_SIZE-1:0][FILTER_SIZE-1:0],
    output logic [RESULT_WIDTH:0] result
);
logic [DATA_WIDTH-1:0] filter_vector [TOTAL_ELEMENTS-1:0];   
logic [DATA_WIDTH-1:0] image_vector [TOTAL_ELEMENTS-1:0];    
always_comb begin
    for (int i = 0; i < FILTER_SIZE; i++) begin
        for (int j = 0; j < FILTER_SIZE; j++) begin
            filter_vector[i*FILTER_SIZE + j] = filter_matrix[i][j];
            image_vector[i*FILTER_SIZE + j] = image_patch[i][j];
        end
    end
end
logic [DATA_WIDTH*2-1:0] partial_products [TOTAL_ELEMENTS-1:0];
logic [RESULT_WIDTH:0] sum;
always_comb begin
    for (int k = 0; k < TOTAL_ELEMENTS; k++) begin
        partial_products[k] = filter_vector[k] * image_vector[k];
    end
    sum = 0;
    for (int k = 0; k < TOTAL_ELEMENTS; k++) begin
        sum = sum + partial_products[k];
    end
end
assign result = sum;
endmodule
```
==> out/results.tsv <==
metric	value	unit
outcome	complete, no violations	
GR Overflow Total	0	
# fillers	4746	
Vias/cell	4.579	
Post-Synthesis Cells	2145	
vias in the first global route	15158	
num rows	82	
crit path max fanout	9	
Register Area	0	µm²
period utilisation layout	97.81	%
Total GRT Usage	22.20	%
top cells by count	666 x inv_1, 543 x fa_1, 393 x and2_1, 257 x ha_1, 197 x nand2_1	
Avg Cell Area, Syn	9.509	µm²
final hold violation count	0	
WL per Instance	16.61	µm
MaxCap Viol Count	0	
Post-DRT Antenna Nets	0	
cell area after synthesis	20400	µm²
Die Y	227.8	µm
initial DRC count	456	
CP Launch Point	image_patch[68]	
horizontal die size	227.8	µm
# Cells Yosys	2145	
drc violations	0	
WL final	49.94	mm
first-pass GRT wire length	83.80	mm
Slew Limit Headroom	65.79	%
Worst Tran Pin Value	0.5123	ns
via count	13763	
setup TNS	0	ns
largest net degree at the start of global routing	12	
most frequent CP cell	fa_1	
clock buffer count	0	
hold wc startpoint	image_patch[56]	
final setup violation count	0	
worst min-delay path category	in -> out	
top-count cell post-synth	inv_1	
Buf/Inv on CP	10	
register share after synthesis	0	%
Top cell area share	53.30	%
TritonRoute pass-1 iters	6	
CP endpoint kind	output port	
Die ar.	51900	µm²
routability congestion estimate from global placement	0.9422	
Buffers on Ports	164	
OpenROAD warning count	40	
crit path DRT	11.36	ns
max incr delay on CP	0.58	ns
delay-heaviest family, CP	adder cells	
Core Area	50270	µm²
critical path type	in -> out	
FMAX	72.00	MHz
CP arrival	11.05	ns
initial antenna violation count	2	
area delta synth->final	13.49	%
# hold bufs at CTS	0	
Crit-path slowest cell	fa_1	
ratio of cells with drive above 1 in the final layout	1.930	%
post-synth top area cell	fa_1	
RSZ-0062 raised after global routing	no	
Final min period	13.89	ns
distinct lib cells	36	
Ys Warns	0	
Startpoint Class	input pin	
FP Util	40.57	%
HPWL Detailed	47.10	mm
max-slew violation count	0	
flop count	0	
Top cells by area	fa_1 53%, ha_1 16%, inv_1 12%	
yosys stat area	20400	µm²
I/O pins	166	
[timing repair]
action | in CTS | in global routing
buffers inserted | 0 | 1
endpoints found under the setup margin | 0 | 8
resized | 0 | 21
[layer usage]
layer  vias to the layer above  wire length, µm  GRT usage (%)
met5                         -                0        0.09191
met4                         0              832          2.766
met3                        26             3681          5.771
met2                       344            22900          33.23
met1                      6912            22530          35.50
li1                       6481                -              -
[cell usage in the layout, fill, tap and decap left out, types with 5 or more instances in the layout]
master	n
nor2_1	5
ha_1	257
buf_4	32
inv_1	666
dlymetal6s2s_1	16
nand3_1	5
clkdlybuf4s50_1	148
and2_1	393
fa_1	543
nand2_1	196
xor2_1	5
a21oi_1	12
o21ai_0	5
xnor2_1	8
[cells by family after synthesis]
group | Yosys count | share of synthesized area [%]
adder cells (fa/ha/maj) | 800 | 69.06
buffers and inverters | 675 | 12.47
AND/OR/NAND/NOR | 608 | 16.17
XOR/XNOR | 13 | 0.5583
AND-OR/OR-AND | 49 | 1.742
[area by class of cell]
class | instances | area, µm² | share of cell area, %
well taps | 672 | 840.8 | 3.632
multi-input cells | 1470 | 17880 | 77.24
inverters | 666 | 2500 | 10.80
repair buffers | 196 | 1922 | 8.303
diodes | 2 | 5.005 | 0.02162
[per-stage QoR]
step           instances  hold WS, ns  worst slack (ns)  util (%)  instance area, µm²
6_report            3006        6.976            0.3115     46.04               23150
5_1_grt             3006        7.056           0.02323     46.04               23150
4_1_cts             3003        7.328           0.09853     45.89               23070
3_5_place_dp        3003        7.318            0.1171     45.89               23070
3_3_place_gp        3003        7.329           0.07356     45.89               23070
2_1_floorplan       2145        5.988             2.069         -               20400
[worst paths after layout]
path | end | slack [ns] | cells after the start
setup / recovery | result[17] | 0.31 | 27
hold / removal | result[0] | 6.98 | 5
