==> flow/constraint.sdc <==
current_design adder

set clk_period 18.1
set clk_io_pct 0.2

create_clock -name clk0 -period $clk_period

set non_clock_inputs [all_inputs -no_clocks]
set_input_delay [expr $clk_period * $clk_io_pct] -clock clk0 $non_clock_inputs
set_output_delay [expr $clk_period * $clk_io_pct] -clock clk0 [all_outputs]
==> flow/run.sh <==
#!/bin/bash
# OpenROAD 26Q1-2900-gdf79404cd8, Yosys 0.63+post, stock flow scripts
make -C /OpenROAD-flow-scripts/flow DESIGN_CONFIG=/design/flow/config.mk WORK_HOME=/design/flow/orfs finish
==> flow/config.mk <==
export PLATFORM = sky130hd
export DESIGN_NAME = adder
export DESIGN_NICKNAME = adder
export VERILOG_FILES = /design/flow/design.v
export SDC_FILE = /design/flow/constraint.sdc
export NUM_CORES = 4
export LEC_CHECK = 1
export CORE_AREA = 10 10 94 94
export DIE_AREA = 0 0 104 104
export SYNTH_HDL_FRONTEND = slang
==> flow/design.v <==
package ai_accelerator_pkg;
parameter int FILTER_SIZE = 3;
parameter int DATA_WIDTH = 8;
parameter int IMAGE_CHANNELS = 1;
parameter int IMAGE_PATCH_SIZE = 3;
    parameter int RESULT_WIDTH = DATA_WIDTH*2 + FILTER_SIZE;  
    parameter int TOTAL_ELEMENTS = FILTER_SIZE * FILTER_SIZE;  
endpackage
module adder (
    input  logic [31:0] a, 
    input  logic [31:0] b,
    output logic [31:0] sum
);
    assign sum = a + b;
endmodule
==> flow_metrics.rpt <==
IMPLEMENTATION SUMMARY REPORT
----------------------------------------------------
[Detailed routing]
  Detailed Route Iter0 Violations ........................ approximately 80
  Routed wire length ........................ 5.81 mm
  Vias ........................ slightly above 2000
  ANT nets after route ........................ 0
  Wire length per cell ........................ between 10 and 15 um
  TritonRoute pass-1 iters ........................ 6
  Antenna diode instance count ........................ 0
  Per-cell via count in the routed design ........................ 4.92
  Number of remaining DRC errors ........................ 0

[GRT]
  Remaining Overflow, GRT ........................ 0
  Number of antenna violations at the first check in global routing ........................ 0
  Number of global-route vias before repair ........................ ~2000
  Total Routing Usage GR ........................ roughly a tenth
  First-pass GRT wire length ........................ ~9.7 mm
  Maximum number of pins on one net before global-route repair ........................ 11

[Critical path]
  Worst path most repeated cell ........................ sky130_fd_sc_hd__clkdlybuf4s50_1
  Crit path buffers/inverters ........................ 2
  Worst-path maximum fanout ........................ 4
  Cells along the critical path ........................ clkdlybuf4s50_1, ha_1, fa_1, a21o_1, a31o_2, nand3_1, o221ai_1, a311oi_1, o21bai_1, xor2_1, clkdlybuf4s50_1
  Arrival time of the worst setup path ........................ around 6600 ps
  Gate family responsible for the most delay along the worst path ........................ AND-OR/OR-AND gates
  Kind of launch point of the worst setup path ........................ primary input
  WP data required ........................ ~14000 ps
  Slowest-stage cell, CP ........................ sky130_fd_sc_hd__clkdlybuf4s50_1
  Crit end category ........................ output pin
  Largest stage delay on the critical path ........................ a little under 500 ps
  Class of the most critical setup path ........................ primary input to output pin

[Floorplan]
  Area of the placeable core ........................ approximately 6800 sq um
  Floorplan Utilization ........................ 25.5%
  IO Count ........................ roughly 96
  Floorplan row count ........................ 30
  Horizontal die dimension ........................ approximately 100 um
  Full die area ........................ 10800 sq um
  Die extent in y ........................ 104 um

[Finish]
  Number of sequential cells in the layout ........................ 0
  Ratio of cells with drive above 1 in the final layout ........................ 3.07%
  P&R area growth vs syn ........................ 59.5%
  Layout fillers ........................ 708
  Register Area ........................ 0 sq um
  Post-route cell area ........................ around 2800 sq um
  Combinational gate area ........................ 1680 sq um
  Clock buffer count ........................ 0

[Logic synthesis]
  Post-synth top area share ........................ between 20% and 30%
  Commonest cells in the netlist ........................ 31 x sky130_fd_sc_hd__ha_1, 29 x sky130_fd_sc_hd__a21oi_1, 19 x sky130_fd_sc_hd__a21o_1
  Cell count after synthesis ........................ about 240
  Dominant cells by area after synthesis ........................ sky130_fd_sc_hd__ha_1 22%, sky130_fd_sc_hd__a21oi_1 8.3%, sky130_fd_sc_hd__a21o_1 8.2%, sky130_fd_sc_hd__xor2_1 7.5%, sky130_fd_sc_hd__xnor2_1 6.5%
  Library cell with the highest instance count after synthesis ........................ sky130_fd_sc_hd__ha_1
  Number of cells in Yosys stat ........................ between 200 and 250
  Dominant cell type by area after synthesis ........................ sky130_fd_sc_hd__ha_1
  Mean instance size in the synthesized netlist ........................ 7.24 sq um
  Part of the Yosys area used for sequential elements ........................ 0%
  Total cell area reported by yosys after synthesis ........................ 1740 sq um
  Cell Type Count ........................ approximately 50
  Yosys warns ........................ 0
  Post-Synthesis Cell Area ........................ between 1500 and 2000 sq um

[Placement]
  Weighted congestion reported at the end of routability-driven placement ........................ approximately 0.82
  Half-perimeter wire length after detailed placement ........................ around 5.2 mm
  Number of buffers added on ports ........................ between 90 and 100
  Placement-stage cell area ........................ 2780 sq um

[STA]
  Slew @ Worst Pin ........................ 521 ps
  Post-route minimum period ........................ between 10000 and 15000 ps
  Relative max-transition margin ........................ 64.4%
  Maximum frequency from static timing analysis ........................ a little under 100 MHz
  Count of endpoints failing hold in the final timing report ........................ 0
  Unrepaired setup endpoints after global routing ........................ false
  Portion of the clock cycle consumed by the worst path in the final layout ........................ 56.3%
  Number of slew-limit violations in the final report ........................ 0
  Summed negative setup slack over all endpoints ........................ 0 ps
  Setup-failing EPs final ........................ 0

[Run status]
  Outcome ........................ finished clean

[Clocking]
  Post-cts hold-fix buffer tally ........................ 0
  Post CTS Setup Buffer Count ........................ 0
  Post_cts resized ........................ 0

[Min path]
  Path type of the worst min-delay path ........................ primary input to output pin
  Worst min-delay path endpoint ........................ sum[0]
  Hold Startpoint ........................ b[0]
  WHS Path Cells ........................ 3

[Pwr]
  Leakage power ........................ 0.00118 uW
  Total power per unit cell area ........................ about 38 nW/um^2
  Peak VDD IR ........................ approximately 0.016 mV

[Job]
  Number of warning messages in the logs ........................ 32
  Max Cap Violations ........................ 0

----------------------------------------------------
## metal layers
layer  share of wire (%)  up-vias  GRT usage [%]  wire length [um]
met5                   0        -              0                 0
met4                   0        0              0                 0
met3                 6.6        0           2.07               382
met2                  44       67           16.7              2580
met1                  49      918           14.3              2850
li1                    -     1092              -                 -
## how the worst max path moves through the flow
stage | startpoint | to | depth (start not counted)
CTS | a[0] | sum[26] | 11
global route | a[0] | sum[26] | 11
finish | a[0] | sum[26] | 11
## area by class of cell
| cell class | instances | share of cell area (%) |
|---|---|---|
| inverters | 6 | 0.810 |
| multi-input cells | 224 | 60.3 |
| well taps | 96 | 4.32 |
| repair buffers | 96 | 34.5 |
## metrics by stage
stage	cells	utilization (%)	power (uW)	setup slack (ps)	hold WS, ps
floorplan	241	-	51.3	9030	7310
global placement	422	40.7	108	7940	8270
detailed placement	422	40.7	108	7890	8290
CTS	422	40.7	108	7880	8290
global route	422	40.7	119	7700	8290
finish	422	40.7	107	7900	8280
## cell families (layout without fill, tap and decap cells)
family | after synthesis | count (layout) | synth area share [%]
adder cells (fa/ha/maj) | 32 | 32 | 23.4
AND-OR/OR-AND | 97 | 97 | 39.3
XOR/XNOR | 28 | 28 | 14.1
multiplexers | 2 | 2 | 1.15
AND/OR/NAND/NOR | 65 | 65 | 18.3
buffers and inverters | 17 | 102 | 3.80
## cells in the final DEF (no fill, tap or decap), types with 2 or more instances in the layout
cell type,instances
sky130_fd_sc_hd__ha_1,31
sky130_fd_sc_hd__nand2_1,18
sky130_fd_sc_hd__xor2_1,15
sky130_fd_sc_hd__nand3_1,10
sky130_fd_sc_hd__nor2_1,12
sky130_fd_sc_hd__nand2b_1,2
sky130_fd_sc_hd__xnor2_1,13
sky130_fd_sc_hd__clkdlybuf4s50_1,96
sky130_fd_sc_hd__o221ai_1,2
sky130_fd_sc_hd__o21ai_0,13
sky130_fd_sc_hd__mux2i_1,2
sky130_fd_sc_hd__a31oi_1,3
sky130_fd_sc_hd__a211oi_1,3
sky130_fd_sc_hd__o211ai_1,3
sky130_fd_sc_hd__a21o_1,19
sky130_fd_sc_hd__nor3_1,4
sky130_fd_sc_hd__o21bai_1,4
sky130_fd_sc_hd__inv_1,6
sky130_fd_sc_hd__o21a_1,2
sky130_fd_sc_hd__a311oi_1,2
sky130_fd_sc_hd__nand4_1,8
sky130_fd_sc_hd__o311ai_1,2
sky130_fd_sc_hd__a21oi_1,29
sky130_fd_sc_hd__or2_2,3
## power breakdown
group / switching [uW] / internal (uW)
Clock: 0 / 0
Combinational: 42.3 / 64.3
Sequential: 0 / 0
## tightest hold or removal path, cell delays in order
cell and delay [ps]:
sky130_fd_sc_hd__clkdlybuf4s50_1 460, sky130_fd_sc_hd__ha_1 110, sky130_fd_sc_hd__clkdlybuf4s50_1 470
Power figures rest on the tool's default switching activity, not on a simulated workload.
